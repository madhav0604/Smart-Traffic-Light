`/design/flow/config.mk`:
```
export PLATFORM = sky130hd
export DESIGN_NAME = smart_traffic_controller
export DESIGN_NICKNAME = smart_traffic_controller
export VERILOG_FILES = /design/flow/design.v
export SDC_FILE = /design/flow/constraint.sdc
export NUM_CORES = 4
export LEC_CHECK = 1
export CORE_UTILIZATION = 50
```
`/design/flow/constraint.sdc`:
```
current_design smart_traffic_controller

set clk_period 4.1
set clk_io_pct 0.2

create_clock -name clk0 -period $clk_period [get_ports {clk}]

set non_clock_inputs [all_inputs -no_clocks]
set_input_delay [expr $clk_period * $clk_io_pct] -clock clk0 $non_clock_inputs
set_output_delay [expr $clk_period * $clk_io_pct] -clock clk0 [all_outputs]
```
`/design/flow/design.v`:
```
module smart_traffic_controller (
    input clk,
    input reset,
    input [1:0] sensor_north, sensor_south, sensor_east, sensor_west,
    output reg light_north_red,
    output reg light_north_yellow,
    output reg light_north_green_straight,
    output reg light_north_green_right,
    output reg light_south_red,
    output reg light_south_yellow,
    output reg light_south_green_straight,
    output reg light_south_green_right,
    output reg light_east_red,
    output reg light_east_yellow,
    output reg light_east_green_straight,
    output reg light_east_green_right,
    output reg light_west_red,
    output reg light_west_yellow,
    output reg light_west_green_straight,
    output reg light_west_green_right
);
    reg [3:0] state;
    reg start_timer;   
    reg [31:0] duration;
    wire timeout;
    reg prev_timeout;   
    timer t1 (
        .clk(clk),
        .reset(reset),
        .start_timer(start_timer),
        .load_value(duration),
        .timeout(timeout)
    );
    function [31:0] get_dynamic_green_total;
        input [1:0] sensor;
        begin
            case(sensor)
                2'b00: get_dynamic_green_total = 30;    
                2'b01: get_dynamic_green_total = 45;    
                2'b10: get_dynamic_green_total = 70;    
                2'b11: get_dynamic_green_total = 100;   
                default: get_dynamic_green_total = 45;
            endcase
        end
    endfunction
    function [31:0] get_straight_right_duration;
        input [1:0] sensor;
        begin
            get_straight_right_duration = (get_dynamic_green_total(sensor) * 7) / 10;
        end
    endfunction
    function [31:0] get_straight_only_duration;
        input [1:0] sensor;
        begin
            get_straight_only_duration = get_dynamic_green_total(sensor) - get_straight_right_duration(sensor);
        end
    endfunction
    always @(posedge clk or posedge reset) begin
        if (reset) begin
            state <= 1;
            start_timer <= 1;
            duration <= get_straight_right_duration(sensor_south);
            prev_timeout <= 0;
        end 
        else begin
            prev_timeout <= timeout;
            if (timeout && !prev_timeout) begin
                start_timer <= 0;  
                case (state)
                    1: begin  
                        state <= 2;
                        duration <= get_straight_only_duration(sensor_south);
                    end
                    2: begin  
                        state <= 3;
                        duration <= 5;  
                    end
                    3: begin  
                        state <= 4;
                        duration <= get_straight_right_duration(sensor_north);
                    end
                    4: begin  
                        state <= 5;
                        duration <= 5;  
                    end
                    5: begin  
                        state <= 6;
                        duration <= get_straight_right_duration(sensor_east);
                    end
                    6: begin  
                        state <= 7;
                        duration <= get_straight_only_duration(sensor_east);
                    end
                    7: begin  
                        state <= 8;
                        duration <= 5;  
                    end
                    8: begin  
                        state <= 9;
                        duration <= get_straight_right_duration(sensor_west);
                    end
                    9: begin  
                        state <= 10;
                        duration <= 5;  
                    end
                    10: begin  
                        state <= 1;
                        duration <= get_straight_right_duration(sensor_south);
                    end
                endcase
                start_timer <= 1;  
            end
            else if (!timeout) begin
                start_timer <= 0;  
            end
        end
    end
    always @(*) begin
        light_north_red = 1; light_north_yellow = 0; 
        light_north_green_straight = 0; light_north_green_right = 0;
        light_south_red = 1; light_south_yellow = 0; 
        light_south_green_straight = 0; light_south_green_right = 0;
        light_east_red = 1; light_east_yellow = 0; 
        light_east_green_straight = 0; light_east_green_right = 0;
        light_west_red = 1; light_west_yellow = 0; 
        light_west_green_straight = 0; light_west_green_right = 0;
        case (state)
            1: begin  
                light_south_red = 0;
                light_south_green_straight = 1;
                light_south_green_right = 1;
            end
            2: begin  
                light_south_red = 0;
                light_south_green_straight = 1;
                light_north_red = 0;
                light_north_green_straight = 1;
            end
            3: begin  
                light_south_red = 0;
                light_south_yellow = 1;
                light_north_red = 0;
                light_north_green_straight = 1;
            end
            4: begin  
                light_north_red = 0;
                light_north_green_straight = 1;
                light_north_green_right = 1;
            end
            5: begin  
                light_north_red = 0;
                light_north_yellow = 1;
            end
            6: begin  
                light_east_red = 0;
                light_east_green_straight = 1;
                light_east_green_right = 1;
            end
            7: begin  
                light_east_red = 0;
                light_east_green_straight = 1;
                light_west_red = 0;
                light_west_green_straight = 1;
            end
            8: begin  
                light_east_red = 0;
                light_east_yellow = 1;
                light_west_red = 0;
                light_west_green_straight = 1;
            end
            9: begin  
                light_west_red = 0;
                light_west_green_straight = 1;
                light_west_green_right = 1;
            end
            10: begin  
                light_west_red = 0;
                light_west_yellow = 1;
            end
        endcase
    end
endmodule
module timer (
    input clk,
    input reset,
    input start_timer,
    input [31:0] load_value,
    output reg timeout
);
    reg [31:0] counter;
    reg timer_running;
    always @(posedge clk or posedge reset) begin
        if (reset) begin
            counter <= 0;
            timeout <= 0;
            timer_running <= 0;
        end else if (start_timer && !timer_running) begin
            counter <= load_value;
            timeout <= 0;
            timer_running <= 1;
        end else if (timer_running) begin
            if (counter == 1) begin
                counter <= 0;
                timeout <= 1;
                timer_running <= 0;  
            end else begin
                counter <= counter - 1;
                timeout <= 0;
            end
        end else begin
            timeout <= 0;  
        end
    end
endmodule
```
`/design/flow/run.sh`:
```
#!/bin/bash
# OpenROAD 26Q1-2900-gdf79404cd8, Yosys 0.63+post, stock flow scripts
make -C /OpenROAD-flow-scripts/flow DESIGN_CONFIG=/design/flow/config.mk WORK_HOME=/design/flow/orfs finish
```
==> run notes <==
The flow run is done. Yosys stat counts 704 cells in the synthesized netlist. Half-perimeter wire length after detailed placement landed at approximately 13000 um. Number of antenna repair diodes landed at 0. For reference, the critical path is launched at state[0]$_DFFE_PP1P_. Static power due to leakage landed at 3.72 nW. The finished cells cover between 7000 and 8000 sq um.

First-pass detailed-route iteration total landed at 23. CTS buffer count landed at 5. The startpoint identified for the worst register-to-register timing path is state[0]$_DFFE_PP1P_. Tally of nets with antenna violations remaining after routing landed at 0. Counting the fill cells in the layout gives 743. The share of total power dissipated in sequential elements is 0.258. For reference, the clock transition at the flip-flops on the worst setup and hold paths is 0.10 ns. Max fanout on the critical path was recorded as 6. Overall die height landed at 107 um. Worst hold margin landed at 0.427 ns. Setup repair after global routing could not meet its margin everywhere. Total tool warning count landed at 60.

In this run the core area contains 38 standard-cell rows. For this block, the initial DRC count from the detailed router was 490. Cell depth of the worst flop-to-flop path landed at 38. Timing analysis after detailed placement gives a worst setup slack of -3.95 ns. Per the skew report, the later register of the worst-skew pair sees a clock latency of roughly 0.32 ns. Count of final hold-check violations landed at 0. The power report attributes to the clock group a share of 0.148. Proportion of layout cells with a drive suffix above 1 landed at 0.374. Number of instances in the synthesized netlist landed at a little over 700. Initial antenna violation count landed at 0. Of the synthesized area, sequential elements account for 0.241. The script logs the ratio of routed vias to standard cells as 5.85. Per the gpl log, the routability congestion estimate is a little under 1. In this run the standard cell core region covers 10800 sq um. Growth of design area from synthesis to finish landed at 44.7%.

Chip area landed at about 11000 sq um. Checking hold timing, the worst path is listed with class flop to flop. Die outline width landed at 107 um. Global-route total usage across every layer landed at 0.311. The stat command in Yosys gives a chip area of 5520 sq um. Setup slack on the critical path of the routed design comes to -3.20 ns. Adder-cell share of the synthesized area landed at 0.113.

The finished layout reports a core utilization of 0.740. STA classifies the critical path endpoint as a flop. Via count of the first global-routing pass landed at 5863. Post-placement cell count landed at 1025. The script computed the net switching share of total power as 0.368. Mux contribution to synthesized area landed at 0.0265. In this run the tool buffered the top-level ports with 25 buffer cells. Data on the critical path arrives at its endpoint at 7.54 ns.

Proportion of power drawn by combinational gates landed at 0.595. Count of boundary I/O pins landed at 26. Post-synthesis instance area landed at 5520 sq um.

The flow ran to the end, but the final reports show violations. Highest cell delay on the worst timing path landed at 0.59 ns. For the pin with the worst max-slew slack, the measured transition is 0.851 ns. In this run the tightest slew margin relative to its limit is 0.428. The worst setup path is launched from a flop.

TritonCTS built the clock tree. Global routing finished with a remaining overflow of 0. In this run, distinct cell masters in the synthesized netlist total 93. For this design, the slowest cell found on the critical path is sky130_fd_sc_hd__dfstp_2. The internal portion of the total power is 1.29 mW. Looking at the clock tree report, the root buffer type is sky130_fd_sc_hd__clkbuf_8. The critical path is of the flop to flop type. Worst clock skew landed at about 0.017 ns. The initial utilization of the core area, before any placement, comes to 0.512. Total power divided by cell area landed at between 200 and 300 nW/um^2. Maximum operating frequency landed at between 0.1 and 0.15 GHz. The first global-routing pass estimated about 28000 um of wire. Post-layout minimum cycle time landed at 7.30 ns. Switching power summed over all nets landed at about 0.75 mW. The placed instances occupy a cell area of 7440 sq um. Looking at the clock tree report, the maximum root-to-sink buffer count equals 2. Area share of xor/xnor cells in the synthesized design landed at 0.0206. Detailed routing inserted a total of 6140 vias. Final setup violation count landed at 13.

TritonRoute output was used to compute an average wire per cell of 16.4 um. Number of remaining DRC errors landed at 0. According to the CTS report, the clock sink count is 53.

Endpoint required time on the critical path landed at 4.34 ns. The tool flagged a number of max-cap violations equal to 0. Per the post-synthesis stats, the area per cell is 7.84 sq um.

In this run the critical register-to-register path is captured at duration[6]$_DFFE_PP0P_. Final total power landed at 2.04 mW. In the final timing run, aggregate negative setup slack is -34.78 ns.

In this run the number of H-tree levels came out at 2. The cell-mix breakdown from Yosys lists the compound-gate area share as 0.290. In this run the worst setup path terminates at duration[6]$_DFFE_PP0P_. STA reports a reg2reg setup slack of -3.20 ns. The cell-mix breakdown from Yosys lists the simple-gate area share as 0.255. During synthesis, Yosys emitted a total of 35 warnings.

Number of slew-limit violations in the final report landed at 0. Count of library flops with an enable pin landed at 0. After synthesis, the share of flip-flops with an asynchronous set or reset is 1.00. Pin count of the biggest net entering global routing landed at 30. After synthesis, the largest family of logic cells by area is AND-OR/OR-AND gates. The final report lists a non-filler cell total of 1050. Across the VDD grid, the largest voltage drop is 0.305 mV. Fraction of the cycle the final worst path needs landed at 1.78. The checks that failed: setup timing. Synthesized flop and latch total landed at 53. The most used flip-flop cell after synthesis is sky130_fd_sc_hd__dfrtp_1. Wires add up to 17200 um.
## synth_stat cells (5+ instances only)
| library cell | instances | share of area |
|---|---|---|
| sky130_fd_sc_hd__o211a_1 | 5 | 0.0091 |
| sky130_fd_sc_hd__nand2b_1 | 13 | 0.015 |
| sky130_fd_sc_hd__nand4_1 | 7 | 0.0079 |
| sky130_fd_sc_hd__buf_2 | 10 | 0.0091 |
| sky130_fd_sc_hd__o22ai_1 | 5 | 0.0057 |
| sky130_fd_sc_hd__or3_1 | 9 | 0.010 |
| sky130_fd_sc_hd__o21ai_0 | 53 | 0.048 |
| sky130_fd_sc_hd__xnor2_1 | 9 | 0.014 |
| sky130_fd_sc_hd__a21oi_1 | 39 | 0.035 |
| sky130_fd_sc_hd__a21o_1 | 8 | 0.011 |
| sky130_fd_sc_hd__nor2_1 | 62 | 0.042 |
| sky130_fd_sc_hd__o211ai_1 | 6 | 0.0082 |
| sky130_fd_sc_hd__nor4_1 | 9 | 0.010 |
| sky130_fd_sc_hd__dfrtp_1 | 51 | 0.23 |
| sky130_fd_sc_hd__o311ai_0 | 11 | 0.017 |
| sky130_fd_sc_hd__and2_1 | 11 | 0.012 |
| sky130_fd_sc_hd__nor2b_1 | 7 | 0.0079 |
| sky130_fd_sc_hd__o21ai_1 | 5 | 0.0045 |
| sky130_fd_sc_hd__nor3b_1 | 7 | 0.0095 |
| sky130_fd_sc_hd__and3_1 | 5 | 0.0057 |
| sky130_fd_sc_hd__ha_1 | 45 | 0.10 |
| sky130_fd_sc_hd__inv_1 | 37 | 0.025 |
| sky130_fd_sc_hd__a32oi_1 | 6 | 0.0095 |
| sky130_fd_sc_hd__nor3_1 | 19 | 0.017 |
| sky130_fd_sc_hd__nand2_1 | 81 | 0.055 |
| sky130_fd_sc_hd__a221oi_1 | 5 | 0.0079 |
| sky130_fd_sc_hd__nand3_1 | 24 | 0.022 |
| sky130_fd_sc_hd__mux2i_1 | 9 | 0.016 |
| sky130_fd_sc_hd__a31oi_1 | 8 | 0.0091 |
| sky130_fd_sc_hd__clkbuf_1 | 21 | 0.014 |
| sky130_fd_sc_hd__o31ai_1 | 9 | 0.012 |
## power by group through the flow
stage,combinational (mW),clock (mW),sequential [mW]
4_1_cts,1.11,0.301,0.524
5_1_grt,1.30,0.325,0.525
6_report,1.21,0.300,0.524
## logic make-up (layout without fill, tap and decap cells)
group / Yosys count / count (layout)
xor gates and xnor gates: 13 / 13
adders and majority gates: 49 / 49
and+or+nand+nor: 279 / 279
AOI/OAI and AO/OA: 223 / 223
buffers and inverters: 73 / 279
DFF: 53 / 53
muxes: 14 / 14
## critical path, delay by kind of cell (launching register included)
family / cells / cell delay, ns
AND-OR/OR-AND: 17 / 2.56
XOR/XNOR: 1 / 0.19
adder cells (fa/ha/maj): 7 / 1.85
buffers and inverters: 7 / 0.72
flip-flops: 1 / 0.59
AND/OR/NAND/NOR: 6 / 1.31
## cells in the final DEF (no fill, tap or decap), types with 5 or more instances in the layout
| cell | synthesis | routed |
|---|---|---|
| sky130_fd_sc_hd__a32oi_1 | 6 | 5 |
| sky130_fd_sc_hd__o21ai_0 | 53 | 48 |
| sky130_fd_sc_hd__nand2_1 | 81 | 79 |
| sky130_fd_sc_hd__buf_6 | 0 | 7 |
| sky130_fd_sc_hd__nand4_1 | 7 | 7 |
| sky130_fd_sc_hd__o311ai_0 | 11 | 11 |
| sky130_fd_sc_hd__nand3_1 | 24 | 23 |
| sky130_fd_sc_hd__clkdlybuf4s50_1 | 0 | 17 |
| sky130_fd_sc_hd__ha_1 | 45 | 33 |
| sky130_fd_sc_hd__clkbuf_8 | 0 | 5 |
| sky130_fd_sc_hd__nor3_1 | 19 | 18 |
| sky130_fd_sc_hd__o211a_1 | 5 | 5 |
| sky130_fd_sc_hd__a21oi_2 | 1 | 11 |
| sky130_fd_sc_hd__inv_1 | 37 | 24 |
| sky130_fd_sc_hd__a21o_1 | 8 | 8 |
| sky130_fd_sc_hd__a31oi_1 | 8 | 7 |
| sky130_fd_sc_hd__mux2i_1 | 9 | 9 |
| sky130_fd_sc_hd__nor2_1 | 62 | 58 |
| sky130_fd_sc_hd__nand2b_1 | 13 | 11 |
| sky130_fd_sc_hd__and2_1 | 11 | 10 |
| sky130_fd_sc_hd__inv_2 | 1 | 11 |
| sky130_fd_sc_hd__and3_1 | 5 | 5 |
| sky130_fd_sc_hd__nor4_1 | 9 | 7 |
| sky130_fd_sc_hd__or3_1 | 9 | 8 |
| sky130_fd_sc_hd__buf_4 | 2 | 201 |
| sky130_fd_sc_hd__xnor2_1 | 9 | 6 |
| sky130_fd_sc_hd__o211ai_1 | 6 | 6 |
| sky130_fd_sc_hd__o21ai_1 | 5 | 9 |
| sky130_fd_sc_hd__o22ai_1 | 5 | 5 |
| sky130_fd_sc_hd__ha_4 | 0 | 10 |
| sky130_fd_sc_hd__a21oi_1 | 39 | 27 |
| sky130_fd_sc_hd__dfrtp_1 | 51 | 51 |
| sky130_fd_sc_hd__o31ai_1 | 9 | 9 |
| sky130_fd_sc_hd__nor2b_1 | 7 | 5 |
## metal layers
| layer | global-route usage | vias to the layer above | wire length [um] |
|---|---|---|---|
| met5 | 0 | - | 0 |
| met4 | 0.0871 | 0 | 467 |
| met3 | 0.0260 | 36 | 689 |
| met2 | 0.535 | 192 | 8450 |
| met1 | 0.423 | 2896 | 7590 |
| li1 | - | 3016 | - |
## how the worst min path moves through the flow
| stage | end | from | slack [ns] | depth (start not counted) |
|---|---|---|---|---|
| finish | prev_timeout$_DFF_PP0_ | t1.timeout$_DFF_PP0_ | 0.43 | 0 |
| CTS | prev_timeout$_DFF_PP0_ | t1.timeout$_DFF_PP0_ | 0.43 | 0 |
| global route | prev_timeout$_DFF_PP0_ | t1.timeout$_DFF_PP0_ | 0.47 | 0 |
## cell type report
cell class,count,area [sq um],area share
Inverter,39,169,0.0211
Sequential cell,53,1330,0.166
Timing Repair Buffer,232,1820,0.228
Multi-Input combinational cell,578,4410,0.552
Clock buffer,6,72.6,0.00908
Clock inverter,2,16.3,0.00204
Tap cell,140,175,0.0219
## registers in the layout, indices dropped and copies added (netlist names)
| register | count |
|---|---|
| state | 4 |
| prev_timeout | 1 |
| duration | 13 |
| t1.timeout | 1 |
| t1.timer_running | 1 |
| start_timer | 1 |
| t1.counter | 32 |
## repair_timing
action | in CTS | in global routing
setup buffers | 14 | 6
endpoints found under the hold margin | 0 | 0
gates resized | 64 | 29
hold buffers | 0 | 0
endpoints found under the setup margin | 13 | 14
pin swaps | 40 | 18
Power and IR drop assume default switching activity.
